==> ./design.v <==
module ps2_keyboard(clk,clrn,ps2_clk,ps2_data,data,ready,nextdata_n,overflow);
 input clk,clrn,ps2_clk,ps2_data;
 input nextdata_n;
 output [7:0] data;
 output reg ready;
 output reg overflow;  
 reg [9:0] buffer;  
 reg [7:0] fifo[7:0];  
 reg [2:0] w_ptr,r_ptr;  
 reg [3:0] count;  
 reg [2:0] ps2_clk_sync;
always @(posedge clk) begin
	ps2_clk_sync <= {ps2_clk_sync[1:0],ps2_clk};
end
wire sampling = ps2_clk_sync[2] & ~ps2_clk_sync[1];
always @(posedge clk) begin
	if (clrn == 0) begin  
		count <= 0; w_ptr <= 0; r_ptr <= 0; overflow <= 0; ready<= 0;
	end
	else begin
		if ( ready ) begin  
			if(nextdata_n == 1'b0)  
			begin
				r_ptr <= r_ptr + 3'b1;
					if(w_ptr==(r_ptr+1'b1))  
						ready <= 1'b0;
			end
		end
		if (sampling) begin
			if (count == 4'd10) begin
				if ((buffer[0] == 0) &&  
				(ps2_data) &&  
				(^buffer[9:1])) begin  
					fifo[w_ptr] <= buffer[8:1];  
					w_ptr <= w_ptr+3'b1;
					ready <= 1'b1;
					overflow <= overflow | (r_ptr == (w_ptr + 3'b1));
				end
				count <= 0;  
			end else begin
				buffer[count] <= ps2_data;  
				count <= count + 3'b1;
			end
		end
	end
end
	 assign data = fifo[r_ptr];  
endmodule
==> ./run.sh <==
#!/bin/bash
# OpenROAD 26Q1-2900-gdf79404cd8, Yosys 0.63+post, stock flow scripts
make -C /OpenROAD-flow-scripts/flow DESIGN_CONFIG=/design/flow/config.mk WORK_HOME=/design/flow/orfs finish
==> ./config.mk <==
export PLATFORM = sky130hd
export DESIGN_NAME = ps2_keyboard
export DESIGN_NICKNAME = ps2_keyboard
export VERILOG_FILES = /design/flow/design.v
export SDC_FILE = /design/flow/constraint.sdc
export NUM_CORES = 4
export LEC_CHECK = 1
export CORE_UTILIZATION = 40
==> ./constraint.sdc <==
current_design ps2_keyboard

set clk_period 4.4
set clk_io_pct 0.2

create_clock -name clk0 -period $clk_period [get_ports {clk}]

set non_clock_inputs [all_inputs -no_clocks]
set_input_delay [expr $clk_period * $clk_io_pct] -clock clk0 $non_clock_inputs
set_output_delay [expr $clk_period * $clk_io_pct] -clock clk0 [all_outputs]
==> flow_summary.ini <==
; generated from flow reports
[sta]
setup_viol_count_final = 0
finalMaxSlewViolations = 0
hold_viol_final = 0
fin_skew_ns = 0.0113
slew-limit-headroom = 0.472
tns_ns = 0
min_period_over_period = 0.725
worst_pin_slew_ns = 0.791
max_freq_ghz = 0.313
rsz0062_at_grt = no
finalCriticalPeriod_ns = 3.19

[synth]
ys.flop_type = edfxtp_1
ys_types = 42
yosysTopAreaCell = edfxtp_1
topCellsByArea = edfxtp_1 56%, dfxtp_1 9.1%, mux4_2 9.1%, mux2_2 2.6%, ha_1 2.5%
syn_inst = 247
ys_chip_area_um2 = 3950
synth.most_common_cell = edfxtp_1
synth_top_area_share = 0.563
ys_cells = 247
yosys-top-cells-count = 74 x edfxtp_1, 18 x dfxtp_1, 18 x nand2_1, 17 x nor2_1, 16 x mux4_2
avgSynthCellArea_um2 = 16.0
ys_warn_count = 1
postSynthSeqShare = 0.654
edf_count = 74
synth_area_um2 = 3950
ys.flops = 92
async_flop_share = 0

[worst_hold_path]
hp-class = reg -> reg
hp-start = ps2_clk_sync[0]
whs_path_depth = 0
hold_end = ps2_clk_sync[1]

[detailed_routing]
dr.pass1.iters = 4
antenna_cells = 0
route.detailed.drc = 0
wirelength_um = 6880
postRouteAntennaNets = 0
vias = 2017
drt_iter0_drc = 82
detail_route.wl_per_cell_um = 17.2
routed_via_density = 5.06

[global_routing]
antenna_found_initial = 0
grt_usage = 0.158
grt_pass1_wl_um = 11200
grt_max_degree = 19
overflow = 0
first_global_vias = 2089

[setup_path]
worst_ep_required_time_ns = 3.52
reg2reg_to = fifo[4][7]
critPathKind = reg -> out
cp-start-kind = register
r2r_setup_slack_ns = 1.62
reg2reg_depth = 5
cp-end-kind = primary output
r2r-start = buffer[4]
cp_max_fo = 16
cp.arrival_ns = 2.31

[pwr]
fin_total_pwr_mw = 1.58
ir_drop_uv = 251
p_leak_nw = 1.48
powerDensity_nw_per_um2 = 356

[floorplan]
core.rowCount = 35
fp_util = 0.420
fp.dieW_um = 101
fp.dieH_um = 101
core_area_um2 = 9420
die_area_um2 = 10300
boundaryPins = 15

[clock_tree]
cts_hold_buf = 0
cts_resized = 0
cts_root_buffer = clkbuf_8
worst_setup_hold_path_clk_slew_ns = 0.09
cts_setup_buffers = 0
cts.sinks = 92
htreeDepth = 3
worst_skew_pair.late_latency_ns = 0.35
clock_path_buffers = 2
cts_tree = done
numCtsBuffers = 9

[layout]
fin_cells = 399
area_delta_synth_final_pct = 12.4
fin_util = 0.471
seq_area_um2 = 2580
drive_gt1_frac = 0.193
comb_area_um2 = 1310
fillers = 826

[place]
dpl.hpwl_um = 4690
port_buffers = 14
place_congestion = 0.774
dp.cells = 383

[status]
status = completed

[job]
warning_count = 30
cap_viol_max_count = 0
kinds of logic (layout without fill, tap and decap cells):
group / count (synthesis) / count (layout) / share of synthesized area
AOI/OAI and AO/OA: 20 / 20 / 0.0355
xor gates and xnor gates: 16 / 16 / 0.0434
adders and majority gates: 8 / 8 / 0.0253
buffers and inverters: 15 / 38 / 0.0155
DFF: 92 / 92 / 0.654
muxes: 30 / 30 / 0.133
and+or+nand+nor: 66 / 66 / 0.0931
through the flow:
| stage | hold WS (ns) | setup WS, ns | cell area, µm² |
|---|---|---|---|
| 2_1_floorplan | 0.310 | 1.78 | 3950 |
| 3_3_place_gp | 0.313 | 1.17 | 4230 |
| 3_5_place_dp | 0.318 | 1.10 | 4230 |
| 4_1_cts | 0.339 | 1.14 | 4440 |
| 5_1_grt | 0.352 | 1.03 | 4440 |
| 6_report | 0.334 | 1.21 | 4440 |
sequential cells by signal (all words and copies together), names as in the netlist, named ones only:
signal / flops
buffer: 10
r_ptr: 3
fifo: 64
w_ptr: 3
count: 4
ps2_clk_sync: 3
ready: 1
overflow: 1
metal layers:
metal,vias to the layer above,track usage,part of all wire
met4,0,0.0134,0.011
li1,974,-,-
met2,69,0.239,0.46
met5,-,0,0
met1,968,0.234,0.44
met3,6,0.0756,0.084
cell usage in the layout (no fill, tap or decap), types with 2 or more instances in the layout:
cell type	netlist	layout
or2_1	2	2
clkbuf_8	0	9
clkdlybuf4s50_1	0	14
o21ai_0	2	2
and2_1	2	2
nor2b_1	4	4
nor3_1	2	2
nor2_1	17	17
xnor2_1	7	7
nand3b_1	2	2
nand3_1	5	5
inv_6	0	3
inv_8	0	2
a21oi_1	6	6
mux4_2	16	16
buf_4	0	2
or3_1	2	2
mux2_2	9	9
mux2i_1	2	2
a22o_1	7	7
ha_1	8	8
nand2_1	18	18
edfxtp_1	74	74
inv_1	6	6
nand2b_1	2	2
mux2_1	2	2
xor2_1	7	7
dfxtp_1	18	18
and3_1	2	2
o21ai_1	2	2
worst max path at each step:
stage,end,cells past startpoint
after CTS,data[4],3
after global routing,data[0],3
final,data[4],3
where the power goes:
group / switching (mW) / internal [mW] / total [mW]
combinational: 0.0234 / 0.0206 / 0.0440
clock: 0.311 / 0.278 / 0.588
sequential: 0.00960 / 0.936 / 0.946
final cells by class:
type / instances / share of cell area
Timing Repair Buffer: 16 / 0.0349
Inverter: 6 / 0.00507
Multi-Input combinational cell: 140 / 0.294
Clock inverter: 7 / 0.0197
Clock buffer: 9 / 0.0279
Tap cell: 129 / 0.0364
Sequential cell: 92 / 0.582
critical path, stage by stage (launching register included):
cell and delay (ns):
dfxtp_1 0.84, mux4_2 0.43, mux2_2 0.29, clkdlybuf4s50_1 0.40
Power figures rest on the tool's default switching activity, not on a simulated workload.
