===== flow/design.v =====
module clkgen(
	input clkin,
	input rst,
	input clken,
	output reg clkout
);
parameter clk_freq=1000;
parameter countlimit=50000000/2/clk_freq;  
reg[31:0] clkcount;
always @ (posedge clkin)
	if(rst)
		begin
		clkcount=0;
		clkout=1'b0;
		end
	else
	begin
		if(clken)
			begin
			clkcount=clkcount+1;
			if(clkcount>=countlimit)
				begin
				clkcount=32'd0;
				clkout=~clkout;
				end
			else
				clkout=clkout;
			end
		else
			begin
			clkcount=clkcount;
			clkout=clkout;
			end
	end
endmodule

===== flow/constraint.sdc =====
current_design clkgen

set clk_period 4.9
set clk_io_pct 0.2

create_clock -name clk0 -period $clk_period [get_ports {clkin}]

set non_clock_inputs [all_inputs -no_clocks]
set_input_delay [expr $clk_period * $clk_io_pct] -clock clk0 $non_clock_inputs
set_output_delay [expr $clk_period * $clk_io_pct] -clock clk0 [all_outputs]

===== flow/run.sh =====
#!/bin/bash
# OpenROAD 26Q1-2900-gdf79404cd8, Yosys 0.63+post, stock flow scripts
make -C /OpenROAD-flow-scripts/flow DESIGN_CONFIG=/design/flow/config.mk WORK_HOME=/design/flow/orfs finish

===== flow/config.mk =====
export PLATFORM = sky130hd
export DESIGN_NAME = clkgen
export DESIGN_NICKNAME = clkgen
export VERILOG_FILES = /design/flow/design.v
export SDC_FILE = /design/flow/constraint.sdc
export NUM_CORES = 4
export LEC_CHECK = 1
export CORE_UTILIZATION = 30

==> notes.md <==
run metrics: status=completed, Final Total Pwr=0.6001 mW, initial drt markers=approximately 130, Num CTS Buffers=5, Pint=around 0.48 mW, vias in the first global route=1,672, DP HPWL=~3.0 mm, EDFF count, synth=0, Critical Path Max Stage Delay=about 0.66 ns, asr flop ratio synth=0%, Peak VDD IR=around 160 uV, global-route wire length before repair=7.914 mm, worst r2r path cells=10, final hold violations=0, yosys warns=1, diode count=0, maxcap violations=0, IO Count=4, GR Util met1=around 20%, RSZ-0062 raised after global routing=false, YS chip area=around 2100 um2, worst path cell trace=ha_1, and3_1, nand3_1, or3_1, a2111oi_2, a221oi_1, nor4_4, buf_4, a21boi_1, mux2_1, Critical Path Fanout Max=13, Wirelength per Cell=between 10 and 15 um, most common cell in the netlist=dfxtp_1, Clock power frac=52.0%, post-CTS sizing=0, CTS Sinks=33, Die Footprint=roughly 7300 um2, worst-case hold path end point=clkcount[31]$_SDFFE_PP0P_, Post-route DRC=0, worst hold path stage count=1, Setup TNS Final=0 ns, top cells by count=dfxtp_1, nand4_1, and2_1, ys flops=33, Clk Tree Root Cell=clkbuf_8, Global Route Usage Sum=about an eighth, Worst Hold Class=reg2reg, r2r endpoint=clkout$_SDFFE_PP0P_, WP data arrival=approximately 3.7 ns, Final Max Slew Viols=0, Hold Path Origin=clkcount[31]$_SDFFE_PP0P_, grt total ovfl=0, CP Capture Type=flip-flop, pwr dens=about 260 nW/um2, Crit Path Class=reg2reg, Final Wtd Congestion=roughly 0.86, Die Y=roughly 86 um, initial antenna violation count=0, Critical Path RT=a little over 5 ns, Dominant cell area share=31.50%, setup bufs post-CTS=0, busiest grt layer=met1, clk ins delay skew pair=between 0.2 and 0.3 ns, Via Count=1,817, Clock transition at path regs=0.08 ns, Slowest-stage cell, CP=nor4_4, CP bufs+invs=1, CP Launch Type=flip-flop, Clock Path Buffers=2, Slew @ Worst Pin=~0.76 ns, num rows=30, met2 Track Usage GR=around a fifth, largest net degree at the start of global routing=34, met3 usage=a little under 2%, Sw Share=between 15 and 20%, Synth area leader=dfxtp_1, ratio of cells with drive above 1 in the final layout=slightly above 7%, Area Growth Syn to Fin=9.368%, ys flop type=dfxtp_1, # fillers=between 600 and 700, ranking of synthesized cells by area=dfxtp_1, nand4_1, and2_1, Critical R2R Launch=clkcount[0]$_SDFFE_PP0P_, cts hold-fix bufs=0, Synth Seq Share=around a third, H-tree depth=2, Die Wd=~86 um, minimum clock period after layout=3.529 ns, internal reg-to-reg setup slack=~1.4 ns, Routed WL=4.463 mm, sequential fraction of design power=a little under half, logic gate share of total power=under 10%, vias per cell=roughly 5.4, P_leak=roughly 0.77 nW, fin crit share=between 70 and 80%, final setup fails=0, CTS tree=done, detailed-router iteration count before antenna repair=4, post-synthesis area per instance=about 8 um2, Core ar.=between 6000 and 7000 um2, maximum clock frequency=approximately 280 MHz, Routed Antenna Nets=0, Max-slew headroom=roughly half, FP Util=31.04%, P_sw=~0.12 mW, Syn Inst Count=~260, CP top delay family=simple AND/OR/NAND/NOR gates, Tool Warnings=25, # Cells Yosys=approximately 260, Mapped Area=approximately 2100 um2, Clock Skew=between 0.01 and 0.015 ns, Netlist cell types=46, IO Port Bufs=3
==> registers in the layout, indices dropped and copies added (netlist names) <==
register  cells
clkcount     32
clkout        1
==> logic make-up after synthesis <==
kind of cell / synth area share [%]
fa+ha+maj: 0.5966
xor+xnor: 3.759
compound gates: 14.38
flops: 31.50
buf+inv: 5.370
mux: 1.014
simple gates: 43.38
==> cell type report <==
| class | count | area (um2) | area share, % |
|---|---|---|---|
| multi-input combinational | 204 | 1324 | 57.72 |
| sequential | 33 | 660.6 | 28.81 |
| tap | 80 | 100.1 | 4.364 |
| clock buffer | 5 | 68.82 | 3.001 |
| clock inverter | 3 | 68.82 | 3.001 |
| timing repair buffer | 7 | 60.06 | 2.619 |
| inverter | 3 | 11.26 | 0.4910 |
==> routing by layer <==
layer | share of wire, % | vias to the layer above
li1 | - | 952
met1 | 52 | 829
met2 | 43 | 32
met3 | 4.0 | 4
met4 | 0.74 | 0
met5 | 0 | -
==> through the flow <==
step,worst slack [ns],instance area [um2],hold WS [ns],util [%],instances
after floorplan,2.122,2097,0.4471,-,260
after global placement,1.456,2156,0.4783,31.91,327
after detailed placement,1.415,2156,0.4810,31.91,327
after CTS,1.373,2293,0.5012,33.94,335
after global routing,1.108,2293,0.5278,33.94,335
final,1.371,2293,0.5013,33.94,335
==> worst max path at each step <==
stage | from | to | cells after the start
CTS | clkcount[0]$_SDFFE_PP0P_ | clkout$_SDFFE_PP0P_ | 10
finish | clkcount[0]$_SDFFE_PP0P_ | clkout$_SDFFE_PP0P_ | 10
global route | clkcount[0]$_SDFFE_PP0P_ | clkout$_SDFFE_PP0P_ | 10
==> cell usage in the layout (no fill, tap or decap), drive strengths merged, types with 2 or more instances in the layout <==
master         synthesis  routed
nand4b                 2       2
xor2                   6       6
a31oi                 12      12
a21oi                 12      12
nand2                 12      12
nor4b                  3       3
clkbuf                 9       5
or3                    5       5
and4                   5       5
a211oi                 2       2
nor3                   4       4
nand2b                15      15
dfxtp                 33      33
inv                    3       4
nor2                  13      13
and2                  18      18
o211ai                 5       5
bufinv                 0       2
nor4                   2       2
buf                   11       4
nand4                 23      23
clkdlybuf4s50          0       3
nor2b                  4       4
and3                   9       9
a211o                  3       3
xnor2                  3       3
nand3                 17      17
nor3b                 11      11
o21ai                  6       6
==> power groups by stage <==
stage,Clock (mW),Combinational (mW),Sequential (mW)
4_1_cts,0.319,0.0172,0.271
5_1_grt,0.331,0.0185,0.271
6_report,0.312,0.0169,0.271
No activity file was given, so power comes from the tool's default toggle rates.
