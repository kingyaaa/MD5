### design/flow/config.mk
export PLATFORM = sky130hd
export DESIGN_NAME = asc2str
export DESIGN_NICKNAME = asc2str
export VERILOG_FILES = /design/flow/design.v
export SDC_FILE = /design/flow/constraint.sdc
export NUM_CORES = 4
export LEC_CHECK = 1
export CORE_UTILIZATION = 50
### design/flow/constraint.sdc
current_design asc2str

set clk_period 8.6
set clk_io_pct 0.2

create_clock -name clk0 -period $clk_period [get_ports {clk}]

set non_clock_inputs [all_inputs -no_clocks]
set_input_delay [expr $clk_period * $clk_io_pct] -clock clk0 $non_clock_inputs
set_output_delay [expr $clk_period * $clk_io_pct] -clock clk0 [all_outputs]
### design/flow/design.v
module asc2str(
	input clk,
	input vga_clk,
	input en,
	input reset,
	input [7:0]ascii,
	output reg [7:0]oDATA,
	output reg Nwren,
	output reg [8:0] str_length,
	output reg calculate,
	output [7:0] count_md,
	output reg Last
);
reg [63:0] total_length;	 
reg [5:0]number;
reg [127:0]RES;
reg [511:0] string;	
reg kbdclk;					 
reg enter,write;  	 
reg [6:0]  count_clk;	
reg [11:0] waddr;			 
reg [7:0]  wr_asc;		 
reg other;
wire complete;
reg [31:0]A;
reg [31:0]B;
reg [31:0]C;
reg [31:0]D;
wire [31:0]a;
wire [31:0]b;
wire [31:0]c;
wire [31:0]d;
reg Finish;
reg crem;
initial
begin
	total_length = 0;
	str_length = 0;
	other = 0;
	Finish=0;
	Last=0;
	A = 32'h67452301;
	B = 32'hEFCDAB89;
	C = 32'h98BADCFE;
	D = 32'h10325476;
	oDATA = 0;
	number=1;
	crem=0;
	calculate=0;
end
md5update Update(
	.clk(kbdclk),
	.string(string),
	.en(calculate),
	.input_len(str_length),
	.complete(complete),
	.A(A),
	.B(B),
	.C(C),
	.D(D),
	.a(a),
	.b(b),
	.c(c),
	.d(d),
	.count(count_md)
);
always @ (posedge clk) begin		 
	if(count_clk == 100) begin
		kbdclk <= ~kbdclk;
		count_clk <= 7'd0;
	end
	else
		count_clk <= count_clk + 7'd1;
end
always @ (posedge kbdclk) begin			
	if(en && ascii != 8'h00) begin			 
		if(ascii == 8'h0d)begin		 
			write <= 0;
			enter <= 1;
		end
		else begin							 
			write <= 1;
			enter <= 0;
			wr_asc <= ascii;
		end
	end
	if(write)begin
		Finish<=0;
		total_length <= total_length + 1;
		str_length <= str_length + 1;
		string[(str_length*8+7)-:8] <= ascii;
		if(str_length == 63)
		begin
			str_length <= 0; 
			calculate <= 1;
		end
		else
			calculate <= 0;
	end
	if(write)begin							 
		write<=0;
	end
	else if(enter)begin					 
		write<=0;
		enter<=0;
		if(((str_length+1)<<3)<9'd448)
		begin
			string[str_length*8+7]<= 1'b1;	 
			string[511:448]<=total_length[63:0]; 
			Finish<=1;
		end
		else if((str_length<<3)==9'd448)
		begin
			string[511:448]<=total_length[63:0];
			Finish<=1;
		end
		else 
		begin
			other<=1;
			string[str_length*8+7]<= 1'b1;
		end
		calculate <= 1;
		str_length <=0;
   end
	else if(other==1) 
	begin
		string[447:0]<={448{1'b0}};
		string[511:448]<=total_length[63:0];
		calculate <= 1;
		other<=0;
		Finish<=1;
		str_length<=0;
	end
	if(Finish==1 && other==0 && complete != crem)
	begin
		Last<=1;
	end
	if(complete!=crem) 
	begin
		calculate <=0;
		A<=A+a;
		B<=B+b;
		C<=C+c;
		D<=D+d;
		crem<=~crem;
	end
	RES[127:0]<={A[31:0],B[31:0],C[31:0],D[31:0]};
	if(Last)
	begin
		Nwren<=1;
		if(number<=32)
		begin
		case(RES[(number*4-1)-:4])
		4'h0:oDATA<=8'h30;
		4'h1:oDATA<=8'h31;
		4'h2:oDATA<=8'h32;
		4'h3:oDATA<=8'h33;
		4'h4:oDATA<=8'h34;
		4'h5:oDATA<=8'h35;
		4'h6:oDATA<=8'h36;
		4'h7:oDATA<=8'h37;
		4'h8:oDATA<=8'h38;
		4'h9:oDATA<=8'h39;
		4'ha:oDATA<=8'h61;
		4'hb:oDATA<=8'h62;
		4'hc:oDATA<=8'h63;
		4'hd:oDATA<=8'h64;
		4'he:oDATA<=8'h65;
		4'hf:oDATA<=8'h66;
		endcase
		number<=number+1;
		end
		else
		begin
			number<=1;
			Last<=0;
		end
	end
	else
	begin
		Nwren<=0;
	end
end
endmodule
module md5update(clk,string,input_len,en,complete,A,B,C,D,a,b,c,d,count,temp);
	input clk;
	input [8:0] input_len; 
	input [511:0]string; 
	input en;
	output reg complete; 
	reg [511:0]update_str; 
	reg [8:0]update_str_length; 
	reg [9:0] remain_byte;	 
	reg [5:0] padding; 
	input [31:0] A;
	input [31:0] B;
	input [31:0] C;
	input [31:0] D;
	output reg [31:0] a;
	output reg [31:0] b;
	output reg [31:0] c;
	output reg [31:0] d;
	output reg [35:0] temp;
	output reg [7:0]count;
	initial
	begin
		a = 0;
		b = 0;
		c = 0;
		d = 0;
		count = 0;
		complete=0;
		temp = 0;
	end
	always @ (posedge en)
	begin	
		a = A;
		b = B;
		c = C;
		d = D;
		count = count + 1;
		complete=~complete;
	end
endmodule
### design/flow/run.sh
#!/bin/bash
# OpenROAD 26Q1-2900-gdf79404cd8, Yosys 0.63+post, stock flow scripts
make -C /OpenROAD-flow-scripts/flow DESIGN_CONFIG=/design/flow/config.mk WORK_HOME=/design/flow/orfs finish
==> results.json <==
{
  "post-cts-setup-buffers": 0,
  "critPathLaunchType": "flop",
  "synthArstFlopShare": 0,
  "gp_congestion": 0.9051,
  "p_switching_mw": 0.01868,
  "postCtsHoldBufs": 0,
  "port_buffers": 36,
  "design_area_um2": 19220,
  "arrival_ns": 1.50,
  "critPathKind": "flop to flop",
  "rr_worst_depth": 3,
  "htreeDepth": 1,
  "cts_buffers": 3,
  "relSlewSlack": 0.4184,
  "setup_ws_ns": 6.958,
  "wl_per_cell_um": 16.11,
  "fin_worst_skew_ns": 0.005312,
  "rsz0062_at_grt": "false",
  "ios": 40,
  "edf_count": 144,
  "rrSetupSlack_ns": 6.96,
  "period_needed_ns": 1.642,
  "timing.final.crit_share": 0.1909,
  "via_per_inst": 5.416,
  "clock_path_buffers": 2,
  "fillerInstances": 2991,
  "cp_data_required_time_ns": 8.45,
  "die_h_um": 192.8,
  "cts_resized": 0,
  "grtUsageTotal": 0.1902,
  "powerDensity_nw_per_um2": 6.372,
  "rows": 69,
  "post_synth_instance_area_um2": 18200,
  "dr.pass1.iters": 24,
  "largest_reg_flops": 128,
  "top_register": "RES",
  "holdCritPathClass": "flop to flop",
  "slew_viol_final": 0,
  "grt_pass1_vias": 10402,
  "root_buffer": "clkbuf_16",
  "max_freq_mhz": 609.0,
  "endpoint_kind": "flop",
  "drive_above_1_share": 0.04522,
  "final_antenna_net_count": 0,
  "hold_path_depth": 1,
  "top_cells_by_count": "dfxtp_1 (287), edfxtp_1 (144), ha_1 (134)",
  "internal_power_mw": 0.1038,
  "reg2reg_from": "count_clk[0]",
  "num_antenna_cells": 0,
  "synthCells": 1520,
  "drc": 0,
  "swShare": 0.1525,
  "grt_max_degree": 92,
  "clock_latency_ns": 0.23,
  "antenna_found_initial": 0,
  "die-area_um2": 37180,
  "tns_ns": 0,
  "synth_flop_count": 431,
  "clk_pin_slew_ns": 0.04,
  "routed_wl_um": 32370,
  "yosys.cell_types.count": 78,
  "cts_tree": "done",
  "ys_warn_count": 2,
  "crit_start": "count_clk[0]",
  "p_leak_nw": 8.033,
  "cp-endpoint": "kbdclk",
  "overflow": 0,
  "clkPwrFrac": 0.645,
  "num_vias": 10881,
  "cp_max_fo": 7,
  "untimed_endpoints": 592,
  "timing.hold.ws_ns": 0.4676,
  "topCellsByArea": "dfxtp_1 (32%), edfxtp_1 (24%), ha_1 (9.2%)",
  "regToRegEndpoint": "kbdclk",
  "maxCapViolCount": 0,
  "initial_utilization": 0.5106,
  "ys_cells": 1520,
  "setup_viol": 0,
  "warning_count": 32,
  "pre_cts_ws_ns": 7.018,
  "worst_slew_pin_slew_ns": 0.8706,
  "yosys.stat.seqShare": 0.5531,
  "ys_area_um2": 18200,
  "seqPwrFrac": 0.311,
  "p_comb_frac": 0.044,
  "coreArea_um2": 35660,
  "place_area_um2": 19140,
  "synthToLayoutAreaGrowth_pct": 5.553,
  "dp_hpwl_um": 24060,
  "avgSynthCellArea_um2": 11.98,
  "initialDrtViolationCount": 415,
  "die_x_um": 192.8,
  "unclocked_pins": 423,
  "top_cell": "dfxtp_1",
  "status": "completed",
  "finalHoldViolCount": 0,
  "synth_top_cell_by_area": "dfxtp_1",
  "grt_pass1_wl_um": 53300,
  "ys.flop_type": "dfxtp_1",
  "netlist.area_leader.share": 0.3156,
  "irDropWorstVdd_mv": 0.1150
}
[cells by family after synthesis]
| group | synth area share |
|---|---|
| DFF | 0.5531 |
| AOI/OAI and AO/OA | 0.1353 |
| and+or+nand+nor | 0.08406 |
| adders and majority gates | 0.09650 |
| xor gates and xnor gates | 0.06151 |
| buffers and inverters | 0.01938 |
| muxes | 0.04976 |
| other | 0.0004125 |
[power by group through the flow]
stage,Clock (mW),Sequential (mW),Combinational (mW)
global route,0.0824,0.0380,0.00607
CTS,0.0802,0.0381,0.00549
finish,0.0789,0.0381,0.00544
[stage by stage]
step / power, mW / std cells / util
after floorplan: 0.03988 / 1520 / -
after global placement: 0.04397 / 2005 / 0.5367
after detailed placement: 0.04408 / 2005 / 0.5367
after CTS: 0.1237 / 2009 / 0.5389
after global routing: 0.1265 / 2009 / 0.5389
final: 0.1225 / 2009 / 0.5389
[final cells by class]
cell class	count	area [um2]	area share
clock buffer	4	78.83	0.004102
inverter	62	232.7	0.01211
tap	461	576.8	0.03002
sequential	431	10070	0.5242
timing repair buffer	48	450.4	0.02344
multi-input combinational	1003	7804	0.4061
[worst max-delay path: stages, from the launching register on]
cell and delay [ns]:
dfxtp_1 0.33, inv_1 0.08, ha_1 0.15, nor3b_1 0.72
[layer usage]
layer	vias to the layer above	share of wire	routed length, um	global-route usage
met5	-	0	0	0
met1	5122	0.52	16790	0.3359
met2	159	0.44	14210	0.2811
met4	0	0.0051	164	0.01060
met3	9	0.037	1202	0.02487
li1	5591	-	-	-
[cell usage in the layout (no fill, tap or decap), types with 5 or more instances in the layout]
master	n
nand2_1	74
xor2_1	27
o21bai_1	12
nand4_1	10
a211oi_1	16
o211ai_1	8
a21oi_1	94
a22o_1	8
buf_4	12
a21o_1	44
nor2b_1	20
nor2_1	101
or2_2	6
ha_1	133
dfxtp_1	286
clkdlybuf4s50_1	36
o31ai_1	9
o22ai_1	6
a211o_1	7
nand2b_1	21
a21boi_0	8
inv_1	61
o21a_1	32
mux4_2	32
and3_1	13
and2_1	6
edfxtp_1	144
o21ai_0	74
a31oi_1	9
o41ai_1	5
nand3_1	32
nor3_1	15
xnor2_1	98
mux2i_1	8
[worst min-delay path by stage]
stage,slack (ns),endpoint,start
4_1_cts,0.48,count_clk[0],count_clk[0]
5_1_grt,0.51,count_clk[0],count_clk[0]
6_report,0.47,count_clk[0],count_clk[0]
Power figures rest on the tool's default switching activity, not on a simulated workload.
